`design/flow/run.sh`:
```
#!/bin/bash
# OpenROAD 26Q1-2900-gdf79404cd8, Yosys 0.63+post, stock flow scripts
make -C /OpenROAD-flow-scripts/flow DESIGN_CONFIG=/design/flow/config.mk WORK_HOME=/design/flow/orfs finish
```
`design/flow/design.v`:
```
module DualPortRAM #(
    parameter AW = 8,
    parameter DW = 32,
    parameter SETPRIORITY = 0         
)(
    input  logic          clk,
    input  logic          aWrite,
    input  logic          aEn,
    input  logic [AW-1:0] aAddr,
    input  logic [DW-1:0] aWriteData,
    output logic [DW-1:0] aReadData,
    input  logic          bWrite,
    input  logic          bEn,
    input  logic [AW-1:0] bAddr,
    input  logic [DW-1:0] bWriteData,
    output logic [DW-1:0] bReadData,
    output                conflict
);
logic [DW-1:0] mem [(1<<AW)-1:0];
logic conflictDetected;
assign conflictDetected = (aAddr == bAddr) && (aWrite && bWrite);
assign conflict         = (SETPRIORITY == 0) ? conflictDetected : 0;
always_ff @(posedge clk) 
begin
  if (conflictDetected) 
  begin
    case (SETPRIORITY)
      1: if (aEn && aWrite) mem[aAddr] <= aWriteData;
      2: if (bEn && bWrite) mem[bAddr] <= bWriteData;
      default: ;  
    endcase
  end else 
  begin
    if (aEn && aWrite) mem[aAddr] <= aWriteData;
    if (bEn && bWrite) mem[bAddr] <= bWriteData;
  end
end
assign aReadData = aEn ? mem[aAddr] : '0;
assign bReadData = bEn ? mem[bAddr] : '0;
endmodule
```
`design/flow/constraint.sdc`:
```
current_design DualPortRAM

set clk_period 44.3
set clk_io_pct 0.2

create_clock -name clk0 -period $clk_period [get_ports {clk}]

set non_clock_inputs [all_inputs -no_clocks]
set_input_delay [expr $clk_period * $clk_io_pct] -clock clk0 $non_clock_inputs
set_output_delay [expr $clk_period * $clk_io_pct] -clock clk0 [all_outputs]
```
`design/flow/config.mk`:
```
export PLATFORM = sky130hd
export DESIGN_NAME = DualPortRAM
export DESIGN_NICKNAME = DualPortRAM
export VERILOG_FILES = /design/flow/design.v
export SDC_FILE = /design/flow/constraint.sdc
export NUM_CORES = 4
export LEC_CHECK = 1
export CORE_UTILIZATION = 50
export SYNTH_HDL_FRONTEND = slang
export SYNTH_MEMORY_MAX_BITS = 65536
```
==> results.cfg <==
; flow metrics
[clocking]
ctsRootBufferMaster = clkbuf_16
cts_setup_buffers = 0
cts_max_path_buffers = 5
cts_buffers = 935
clkSinkCount = 8192
holdBufCountCts = 0
htree_levels = 6
post_cts_resized = 0

[floorplan]
io_pins = 150
fp-row-count = 361
die-width_um = 986
die_h_um = 986
initial_core_util_pct = 50.2

[logic_synthesis]
top_area_cell = edfxtp_1
yosysChipArea_um2 = 484000
synthFlopType = edfxtp_1
ys_async_sr_fraction_pct = 0
synth_area_per_cell_um2 = 15.1
yosysWarnings = 0
top_area_share_pct = 50.8
edf_count = 8192
area_leaders = edfxtp_1 (51%), mux2_2 (16%), mux4_2 (13%)
synth_area_um2 = 484000
syn_inst = 32016
synth_cell_types = 61
yosys-stat-cells = 32016
ys_seq_share_pct = 50.8
numSynthFlops = 8192

[placed_design]
port_buffers = 149
place.gp.congestion = 1.07
dpl.hpwl_um = 1490000
dpl.cell_count = 42875

[grt]
grt_start_max_net_pins = 96

[run_status]
outcome = did not finish
stop_error = [ERROR GRT-0116] Global routing finished with congestion. Check the congestion regions in the DRC Viewer.
haltStage = global routing
==> synthesized netlist by cell type (110+ instances only) <==
| cell type | number |
|---|---|
| a31oi_1 | 160 |
| o21ai_0 | 300 |
| nand3_1 | 735 |
| a22oi_1 | 1682 |
| o221ai_1 | 127 |
| nand2_1 | 661 |
| buf_1 | 110 |
| buf_4 | 357 |
| nor2_1 | 297 |
| o2111ai_1 | 159 |
| mux4_2 | 2819 |
| mux2_2 | 6886 |
| mux2i_1 | 2816 |
| o22ai_1 | 150 |
| nand4_1 | 260 |
| buf_2 | 1238 |
| a21oi_1 | 319 |
| edfxtp_1 | 8192 |
| clkbuf_1 | 2608 |
| mux2_1 | 1306 |
==> cell families after synthesis <==
family | after synthesis | synth area share, %
mux | 13827 | 38.0
xor+xnor | 8 | 0.0145
buf+inv | 4346 | 4.00
compound gates | 3335 | 4.91
flops | 8192 | 50.8
simple gates | 2308 | 2.31
==> metrics by stage <==
stage	setup WS [ns]	utilization (%)	cell area, um^2	total power [mW]
after floorplan	24.56	-	484000	9.93
after global placement	17.72	52.3	505000	10.8
after detailed placement	18.06	52.3	505000	10.8
after CTS	18.06	55.3	534000	18.4
Power and IR drop assume default switching activity.
