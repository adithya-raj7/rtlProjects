[./run.sh]
#!/bin/bash
# OpenROAD 26Q1-2900-gdf79404cd8, Yosys 0.63+post, stock flow scripts
make -C /OpenROAD-flow-scripts/flow DESIGN_CONFIG=/design/flow/config.mk WORK_HOME=/design/flow/orfs finish
[./config.mk]
export PLATFORM = sky130hd
export DESIGN_NAME = AsyncFifo
export DESIGN_NICKNAME = AsyncFifo
export VERILOG_FILES = /design/flow/design.v
export SDC_FILE = /design/flow/constraint.sdc
export NUM_CORES = 4
export LEC_CHECK = 1
export CORE_UTILIZATION = 40
export SYNTH_HDL_FRONTEND = slang
[./constraint.sdc]
current_design AsyncFifo

set clk_period 13.3
set clk_io_pct 0.2

create_clock -name clk0 -period $clk_period [get_ports {rdClk}]
create_clock -name clk1 -period $clk_period [get_ports {wrClk}]

set non_clock_inputs [all_inputs -no_clocks]
set_input_delay [expr $clk_period * $clk_io_pct] -clock clk0 $non_clock_inputs
set_output_delay [expr $clk_period * $clk_io_pct] -clock clk0 [all_outputs]
[./design.v]
module AsyncFifo #(
  parameter             DEPTH = 16 ,
  parameter             DW    = 32
)(
  input  logic          wrClk      ,
  input  logic          rdClk      ,
  input  logic          wrRst_n    ,
  input  logic          rdRst_n    ,
  input  logic          wrEn       ,
  input  logic          rdEn       ,
  input  logic [DW-1:0] wrData     ,
  output logic [DW-1:0] rdData     ,
  output logic          empty      ,
  output logic          full 
);
  localparam AW = 4;
  logic [AW:0] wrPtr,wrPtrGrey,wrPtrGreyQ1,wrPtrGreySync;
  logic [AW:0] rdPtr,rdPtrGrey,rdPtrGreyQ1,rdPtrGreySync;
  logic [DW-1:0] mem [DEPTH-1:0];
  always_ff @(posedge wrClk or negedge wrRst_n)
  begin
    if(!wrRst_n)
    begin
      wrPtr <=0;
    end
    else if(wrEn && !full)
    begin
      wrPtr <= wrPtr+1;
    end
    else
    begin
      wrPtr <= wrPtr;
    end
  end
  always_ff @(posedge wrClk)
  begin
    if(wrEn && !full)
      mem[wrPtr[AW-1:0]] <= wrData;
  end
  always_ff @(posedge rdClk or negedge rdRst_n)
  begin
    if (!rdRst_n)
    begin
      rdPtr <= 0;
    end
    else if(rdEn && !empty)
    begin
      rdPtr <= rdPtr + 1;
    end
    else
    begin
      rdPtr <= rdPtr;
    end
  end
  assign wrPtrGrey  = (wrPtr>>1)^wrPtr;
  assign rdPtrGrey  = (rdPtr>>1)^rdPtr;
  always_ff @(posedge rdClk or negedge rdRst_n)
  begin
    if(!rdRst_n)
    begin
      wrPtrGreyQ1   <= 0;
      wrPtrGreySync <= 0;
    end
    else
    begin
      wrPtrGreyQ1   <= wrPtrGrey;
      wrPtrGreySync <= wrPtrGreyQ1;
    end
  end
  always_ff @(posedge wrClk or negedge wrRst_n)
  begin
    if(!wrRst_n)
    begin
      rdPtrGreyQ1   <= 0;
      rdPtrGreySync <= 0;
    end
    else
    begin
      rdPtrGreyQ1   <= rdPtrGrey;
      rdPtrGreySync <= rdPtrGreyQ1;
    end
  end 
  assign rdData = empty ? '0 : mem[rdPtr[AW-1:0]];
  assign empty  = (wrPtrGreySync == rdPtrGrey);
  assign full   = (wrPtrGrey     == {~rdPtrGreySync[AW:AW-1], rdPtrGreySync[AW-2:0]});
endmodule
==> out/qor.csv <==
metric;value;unit
Area growth syn-to-layout;15.5;%
top cells by area, synth;edfxtp_1 75%, mux4_2 14%, dfrtp_1 3.6%;
fillers;4120;
remaining antenna violation count;0;
Worst path top cell family by delay;simple AND/OR/NAND/NOR gates;
power share of the clock group;27.4;%
first-pass GRT wire length;64.3;mm
Init Core Util;40.8;%
post-DP HPWL;21.7;mm
Port Buffers;70;
asr flop ratio synth;5.54;%
grt ovf;0;
static leakage;7.53;nW
worst min path class;flop to flop;
Max FO, Critical Path;37;
DR vias;9284;
Setup TNS Final;0;ns
# Cells Yosys;891;
total track usage;18.4;%
Final Wtd Congestion;0.781;
die width;229;µm
WHS;0.183;ns
Worst IR Drop VDD;0.0000999;V
Seq/Total Area, Yosys;78.3;%
CTS tree;done;
Most common reg cell;edfxtp_1;
setup violators final;0;
Max Cap Violations;0;
CP cell instances;ha_1, xor2_1, nor4_2, and2_2, buf_4, clkdlybuf4s50_1;
largest net degree at the start of global routing;47;
DRT iter0 DRCs;508;
Internal Pwr Total;0.00369;W
Die ar.;0.0524;mm²
Post-CTS Setup Bufs;0;
CP Launch Type;flop;
crit path from;rdPtr[1];
placeable core area;0.0505;mm²
Yosys chip area;0.0206;mm²
Area leader share;74.7;%
area leader, netlist;edfxtp_1;
worst reg2reg startpoint;wrPtr[0];
post-synth tally of flip-flops with integrated enable;512;
Final WS setup;6.80;ns
P_sw;0.00149;W
final clock skew;0.00942;ns
max-slew violations;0;
worst slack, placed;6.96;ns
stage-log warning count;32;
critical path type;flop to primary output;
Power Dens Cells;218;mW/mm²
critical path endpoint category;primary output;
Pre-antenna DRT Iters;4;
Synth top cells by count;512 x edfxtp_1, 128 x mux4_2, 62 x o22ai_1;
Mapped Area;0.0206;mm²
worst-margin pin slew;0.829;ns
Clock transition at path regs;0.05;ns
Switching Fraction;28.8;%
Buf+Inv Stages, Crit Path;2;
CP max stage delay;0.89;ns
# hold bufs at CTS;0;
antenna violations before repair;3;
Tot Pwr;0.00519;W
outcome;completed;
layout cells sized above 1;27.2;%
average wire per standard cell;24.8;µm
slowest stage cell, crit path;dfrtp_4;
count leader, synth;edfxtp_1;
Combinational Power Share;29.8;%
Sequential Power Share;42.8;%
# resized after CTS;0;
IO Count;72;
remaining routing DRC violations;0;
Seq cells post-synth;542;
DRT Wirelength;42.3;mm
Mean Syn Cell Area;23.1;µm²
Die Y;229;µm
Final Hold Vio Count;0;
Ys Warns;0;
Gate Count Post-Synth;891;
CP arrival;3.84;ns
Vias/cell;5.43;
row count;82;
clk sinks;542;
relative slew slack;44.6;%
Critical Path RT;10.64;ns
unrepaired setup endpoints after global routing;false;
number of global-route vias before repair;10600;
Worst Min Path Start;rdPtr[4];
Yosys cell types;31;
==> power by group through the flow <==
stage	Combinational [W]	Clock, W	Sequential (W)
after CTS	0.00159	0.00146	0.00223
after global routing	0.00169	0.00152	0.00225
final	0.00154	0.00142	0.00222
==> through the flow <==
step	instance area (µm²)	util, %	std cells
global placement	22100	43.8	1610
global route	23800	47.1	1708
finish	23800	47.1	1709
floorplan	20600	-	891
CTS	23800	47.1	1708
detailed placement	22100	43.8	1610
==> path summary, 6_finish.rpt <==
| check | cells after the start | end | slack [ns] |
|---|---|---|---|
| max | 6 | empty | 6.80 |
| min | 0 | rdPtrGreyQ1[4] | 0.18 |
| max reg2reg | 7 | mem[13][13] | 9.98 |
| min reg2reg | 0 | rdPtrGreyQ1[4] | 0.18 |
| max in group clk1 | 4 | mem[13][13] | 8.56 |
| max in group asynchronous | 1 | rdPtr[2] | 9.92 |
| min in group clk0 | 0 | wrPtrGreySync[2] | 0.34 |
| min in group asynchronous | 1 | wrPtr[3] | 2.51 |
==> cell families (layout without fill, tap and decap cells) <==
logic type	Yosys count	count (layout)	share of synthesized area (%)
XOR/XNOR	20	20	0.888
buffers and inverters	53	198	1.33
adder cells (fa/ha/maj)	12	12	0.729
multiplexers	131	131	14.2
AND/OR/NAND/NOR	61	61	2.35
flip-flops	542	542	78.3
other	0	1	0
AND-OR/OR-AND	72	72	2.20
==> sequential cells by signal (all words and copies together) (netlist names) <==
register / cells
wrPtr: 5
rdPtrGreyQ1: 5
rdPtr: 5
wrPtrGreyQ1: 5
mem: 512
wrPtrGreySync: 5
rdPtrGreySync: 5
==> worst reg2reg max path, cell delays in order (launching register included) <==
cell      delay, ns
dfrtp_1        0.41
inv_1          0.11
ha_1           0.36
xor2_1         0.23
nor4_2         0.11
a21boi_1       0.65
and3_2         0.62
buf_4          0.48
==> cell usage in the layout, fill, tap and decap left out, drive strengths merged, types with 5 or more instances in the layout <==
cell / count
clkdlybuf4s50: 70
dfrtp: 30
buf: 26
a21oi: 6
and2: 5
o22ai: 62
and3: 12
mux4: 128
edfxtp: 512
xnor2: 5
clkbuf: 74
clkinv: 23
ha: 12
xor2: 15
nor3: 31
==> per-layer routing <==
layer | vias up | share of wire [%] | GRT usage [%]
met5 | - | 0.052 | 0
met4 | 4 | 2.5 | 4.00
met1 | 4663 | 35 | 23.8
met2 | 538 | 49 | 27.1
met3 | 78 | 14 | 12.6
li1 | 4001 | - | -
==> cell type report <==
| type | count | area [µm²] | share of cell area, % |
|---|---|---|---|
| sequential | 542 | 16100 | 67.9 |
| multi-input combinational | 296 | 4220 | 17.8 |
| clock buffer | 74 | 1550 | 6.54 |
| timing repair buffer | 96 | 896 | 3.77 |
| tap | 672 | 841 | 3.54 |
| clock inverter | 24 | 105 | 0.442 |
| inverter | 4 | 15.0 | 0.0632 |
| antenna | 1 | 2.50 | 0.0105 |
Power and IR drop assume default switching activity.
