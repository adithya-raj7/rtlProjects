$ cat ./constraint.sdc
current_design ParamCounter

set clk_period 1.7
set clk_io_pct 0.2

create_clock -name clk0 -period $clk_period [get_ports {clk}]

set non_clock_inputs [all_inputs -no_clocks]
set_input_delay [expr $clk_period * $clk_io_pct] -clock clk0 $non_clock_inputs
set_output_delay [expr $clk_period * $clk_io_pct] -clock clk0 [all_outputs]
$ cat ./run.sh
#!/bin/bash
# OpenROAD 26Q1-2900-gdf79404cd8, Yosys 0.63+post, stock flow scripts
make -C /OpenROAD-flow-scripts/flow DESIGN_CONFIG=/design/flow/config.mk WORK_HOME=/design/flow/orfs finish
$ cat ./config.mk
export PLATFORM = sky130hd
export DESIGN_NAME = ParamCounter
export DESIGN_NICKNAME = ParamCounter
export VERILOG_FILES = /design/flow/design.v
export SDC_FILE = /design/flow/constraint.sdc
export NUM_CORES = 4
export LEC_CHECK = 1
export CORE_AREA = 10 10 70 70
export DIE_AREA = 0 0 80 80
export SYNTH_HDL_FRONTEND = slang
$ cat ./design.v
typedef enum logic [2:0] {
    UP,
    DOWN,
    UPSAT,
    DOWNSAT
} counter_mode_t;
module ParamCounter 
#(
  parameter                          MAX     = 255 ,
  parameter                          MIN     = 0   ,
  parameter counter_mode_t           MODE    = UP  ,
  parameter                          CYCLE   = 1                                
)(
  input  logic                       clk           ,
  input  logic                       rst_n         ,
  input  logic                       en            ,
  output logic [$clog2(MAX+1)-1:0]   count
);
 localparam CYCLE_WIDTH = (CYCLE > 1) ? $clog2(CYCLE) : 1;
 logic [CYCLE_WIDTH-1:0] cycleCount;
  always_ff @(posedge clk or negedge rst_n) 
  begin
    if (!rst_n) 
    begin
      count      <= (MODE == DOWN || MODE == DOWNSAT) ? MAX : MIN;
      cycleCount <= 0;
    end 
    else 
    begin
      if (cycleCount + 1 == CYCLE) 
      begin
        cycleCount <= 0;
        if (en) 
        begin
          case (MODE)
            UP:        count <= count + 1;
            DOWN:      count <= count - 1;
            UPSAT:     if (count != MAX) count <= count + 1;
            DOWNSAT:   if (count != MIN) count <= count - 1;
            default:   count <= count;
          endcase
        end
      end 
      else 
      begin
        cycleCount <= cycleCount + 1;
      end
    end
  end
endmodule
==> results.toml <==
# generated from flow reports
[status]
status = "finished, final reports clean"

[die]
initial_core_util_pct = 10.0
placement_rows = 21
floorplan.die.height_um = 80
die_width_um = 80
design.portCount = 11
die-area_um2 = 6400
core_area_um2 = 3420

[final_timing]
worst-slew-pin-transition_ps = 350
max_freq_mhz = 645
finalWorstPathRequiredPeriod_ps = 1550
clk_skew_ps = 2.69
setup_violators_final = 0
final-max-slew-violation-count = 0
setup_ws_ps = 150
min_period_over_period_pct = 91.2
finalSetupTns_ps = 0
final_hold_viol_count = 0
slew_limit_headroom_pct = 76.6
grt_setup_unrepaired = "no"

[critical_path]
cp_top_family = "buffers and inverters"
crit_path_top_delay_cell = "sky130_fd_sc_hd__clkdlybuf4s50_1"
critical_path_arrival_ps = 1210
path_cells = "clkdlybuf4s50_1"
worst-path-buf-inv = 1
cp_slowest_stage_delay_ps = 510
worstPathRequired_ps = 1360
timing.critical_path.fanout_max = 5
worstSetupStartpointType = "flop"
path_class = "reg2out"
setup.worst_path.end_class = "output port"

[route]
finalWirelength_um = 760
drc = 0
antenna_cells_inserted = 0
avgRoutedWirePerCell_um = 8.84
dr.first_iter.drc_count = 17
drtAntennaViolNets = 0
average_vias_per_placed_instance = 2.95
dr_total_vias = 254
drt-pass1-iter-count = 2

[synth]
avgSynthCellArea_um2 = 13.1
synth.largest_area_cell = "sky130_fd_sc_hd__dfrtp_1"
syn-cell-area_um2 = 342
yosys_area_um2 = 342
synth_top_area_share_pct = 58.6
synth.yosys.warnings = 0
synth_sequential_area_ratio_pct = 58.6
netlist_top_cells_area = "sky130_fd_sc_hd__dfrtp_1 (59%), sky130_fd_sc_hd__xnor2_1 (10%), sky130_fd_sc_hd__xor2_1 (7.7%)"
number_of_cells_produced_by_synthesis = 26
netlist_cell_types = 11
yosys_register_bits = 8
ys_cells = 26

[power_and_ir_drop]
power.ir.vdd_worst_v = 0.000810
p_per_area_nw_per_um2 = 1510
cellLeakagePower_nw = 0.216

[cts]
post_cts.resized_instances = 0
clk_pin_slew_ps = 50
cts-buffers-inserted = 3
cts_max_path_buffers = 2
cts-root-buf = "sky130_fd_sc_hd__clkbuf_4"
cts_hold_repair.buffers = 0
tritoncts = "built"
cts.htree.levels = 1
cts_num_sinks = 8
clk-insertion-delay-late_ps = 250
post-cts-setup-buffer-count = 0

[place]
post_placement_cell_count = 83
place_worst_setup_slack_ps = 222
numPortBuffers = 10
detailed_placement_wirelength_estimate_um = 602
gpl.final_weighted_congestion = 0.706

[global_routing]
track_usage_pct = 2.59
grt_start_max_net_pins = 9
first_global_vias = 253
grt_first_pass_wirelength_um = 1270
grt_antenna_before_repair = 0
global_route.overflow_total = 0

[cells_and_area]
final_cell_count_no_fill = 86
final_core_util_pct = 15.5
filler_cell_count = 396
top_regs = "count (8)"
layout-area-overhead-vs-synth_pct = 54.9
max_flop_register = "count"
drive_above_1_share_pct = 17.5
largest_reg_flops = 8

[job]
max_cap_violations = 0
warning_count = 25

[min_path]
hold_class = "in2async"
-- cell usage in the layout (no fill, tap or decap) --
| master | synthesis | layout |
|---|---|---|
| sky130_fd_sc_hd__xor2_1 | 3 | 3 |
| sky130_fd_sc_hd__nand4_2 | 1 | 1 |
| sky130_fd_sc_hd__nand4_1 | 2 | 2 |
| sky130_fd_sc_hd__nand2_1 | 3 | 3 |
| sky130_fd_sc_hd__ha_1 | 1 | 1 |
| sky130_fd_sc_hd__nor3_2 | 1 | 1 |
| sky130_fd_sc_hd__mux2_2 | 1 | 1 |
| sky130_fd_sc_hd__and3_1 | 1 | 1 |
| sky130_fd_sc_hd__clkbuf_4 | 0 | 3 |
| sky130_fd_sc_hd__dfrtp_1 | 8 | 8 |
| sky130_fd_sc_hd__buf_4 | 0 | 1 |
| sky130_fd_sc_hd__nor2_1 | 1 | 1 |
| sky130_fd_sc_hd__clkdlybuf4s50_1 | 0 | 10 |
| sky130_fd_sc_hd__xnor2_1 | 4 | 4 |
-- path summary, 6_finish.rpt --
path / startpoint / endpoint / slack (ps) / cells past startpoint
worst max-delay path: count[2] / count[2] / 150 / 1
worst min-delay path: rst_n / count[5] / 360 / 1
worst max register to register: count[2] / count[7] / 610 / 3
worst min register to register: count[7] / count[7] / 460 / 1
max in group asynchronous: rst_n / count[0] / 1080 / 1
min in group clk0: count[7] / count[7] / 460 / 1
-- layer usage --
metal	track usage, %	up-vias	routed length, µm	part of all wire (%)
met1	3.45	120	382	50
met3	3.07	2	152	20
met5	0	-	0	0
met2	2.49	13	219	29
met4	0.352	0	5	0.66
li1	-	119	-	-
-- cells by family after synthesis --
logic type	Yosys count	synth area share [%]
AND/OR/NAND/NOR	9	16.5
flip-flops	8	58.6
multiplexers	1	3.30
adder cells (fa/ha/maj)	1	3.66
XOR/XNOR	7	17.9
-- synthesized netlist by cell type, drive strengths merged --
cell   number
and3        1
dfrtp       8
ha          1
mux2        1
nand2       3
nand4       3
nor2        1
nor3        1
xnor2       4
xor2        3
-- where the power goes --
part,total (W),internal (W),switching [W]
Clock,0.000144,0.0000807,0.0000631
Sequential,0.000374,0.000271,0.000103
Combinational,0.000281,0.000207,0.0000733
Total,0.000799,0.000559,0.000240
-- through the flow --
| step | total power (W) | cell area, µm² | hold WS [ps] |
|---|---|---|---|
| global route | 0.000869 | 529 | 391 |
| global placement | 0.000657 | 507 | 457 |
| finish | 0.000799 | 529 | 359 |
| detailed placement | 0.000667 | 507 | 457 |
| CTS | 0.000816 | 529 | 376 |
| floorplan | 0.000459 | 342 | 44.4 |
-- layout make-up --
cell class / instances / area, µm² / area share, %
timing repair buffer: 11 / 108 / 20.3
multi-input combinational: 18 / 141 / 26.7
clock buffer: 3 / 22.5 / 4.26
tap: 46 / 57.6 / 10.9
sequential: 8 / 200 / 37.8
No activity file was given, so power comes from the tool's default toggle rates.
